==> /design/flow/design.v <==
module uart_tx #(
    parameter NB_DATA = 8,
    parameter S_TICK = 16
) (
    input wire clk, reset,
    input wire tx,                                                               
    input wire s_tick,                                                           
    input wire [NB_DATA-1:0] data_in,                                            
    output reg tx_done_tick,                                                     
    output wire tx_serial                                                        
);
    reg [1:0]           state_reg, state_next;
    reg [2:0]           n_data_bits_reg, n_data_bits_next;
    reg [3:0]           s_tick_reg, s_tick_next;                                 
    reg [NB_DATA-1:0]   data_reg, data_next;                                     
    reg tx_reg, tx_next;                                                         
    localparam [1:0]                                                             
        IDLE  = 2'b00,
        START = 2'b01,
        DATA  = 2'b10,
        STOP  = 2'b11;
    always @(posedge clk) begin
        if (reset) begin
            state_reg       <= IDLE;
            n_data_bits_reg <= 0;
            s_tick_reg      <= 0;
            data_reg        <= 0;
            tx_reg          <= 1'b1;                                             
        end else begin
            state_reg       <= state_next;                                       
            n_data_bits_reg <= n_data_bits_next;                                 
            s_tick_reg      <= s_tick_next;                                      
            data_reg        <= data_next;                                        
            tx_reg          <= tx_next;                                          
        end
    end
    always @(*) begin
        state_next       = state_reg;
        tx_done_tick     = 1'b0;                                                 
        data_next        = data_reg;
        n_data_bits_next = n_data_bits_reg;
        s_tick_next      = s_tick_reg;
        tx_next          = tx_reg;
        case (state_reg)
            IDLE: begin
                tx_next = 1'b1;                                                  
                if (tx) begin                                                    
                    state_next  = START;
                    s_tick_next = 0;                                             
                    data_next   = data_in;                                       
                end
            end
            START: begin
                tx_next = 1'b0;                                                  
                if (s_tick) begin
                    if (s_tick_reg == 15) begin                          
                        s_tick_next      = 0;
                        n_data_bits_next = 0;                                    
                        state_next       = DATA;                                 
                    end else begin
                        s_tick_next = s_tick_reg + 1;                            
                    end
                end
            end
            DATA: begin
                tx_next = data_reg[0];                                           
                if (s_tick) begin
                    if (s_tick_reg == 15) begin                            
                        s_tick_next = 0;
                        data_next = data_reg >> 1;                               
                        if (n_data_bits_reg == NB_DATA-1) begin                  
                            state_next = STOP;                                   
                        end else begin
                            n_data_bits_next = n_data_bits_reg + 1;              
                        end
                    end else begin
                        s_tick_next = s_tick_reg + 1;                            
                    end
                end
            end
            STOP: begin
                tx_next = 1'b1;                                                  
                if (s_tick) begin
                    if (s_tick_reg == (S_TICK-1)) begin                            
                        state_next   = IDLE;                                     
                        tx_done_tick = 1'b1;                                     
                    end else begin
                        s_tick_next = s_tick_reg + 1;                            
                    end
                end
            end
        endcase
    end
    assign tx_serial = tx_reg;                                                   
endmodule
==> /design/flow/run.sh <==
#!/bin/bash
# OpenROAD 26Q1-2900-gdf79404cd8, Yosys 0.63+post, stock flow scripts
make -C /OpenROAD-flow-scripts/flow DESIGN_CONFIG=/design/flow/config.mk WORK_HOME=/design/flow/orfs finish
==> /design/flow/config.mk <==
export PLATFORM = sky130hd
export DESIGN_NAME = uart_tx
export DESIGN_NICKNAME = uart_tx
export VERILOG_FILES = /design/flow/design.v
export SDC_FILE = /design/flow/constraint.sdc
export NUM_CORES = 4
export LEC_CHECK = 1
export CORE_AREA = 10 10 91 91
export DIE_AREA = 0 0 101 101
==> /design/flow/constraint.sdc <==
current_design uart_tx

set clk_period 3.8
set clk_io_pct 0.2

create_clock -name clk0 -period $clk_period [get_ports {clk}]

set non_clock_inputs [all_inputs -no_clocks]
set_input_delay [expr $clk_period * $clk_io_pct] -clock clk0 $non_clock_inputs
set_output_delay [expr $clk_period * $clk_io_pct] -clock clk0 [all_outputs]
==> impl_metrics.env <==
# flow metrics
export IMPL_cts_max_level=1
export IMPL_clock_tree_from_tritoncts="yes"
export IMPL_totalPowerFinal_w=0.000494
export IMPL_antennaDiodeCount=0
export IMPL_synth_seq_share_pct=40.9
export IMPL_post_cts_setup_buffers=0
export IMPL_netSwitchingPower_w=0.000106
export IMPL_ys_async_sr_fraction_pct=0
export IMPL_layout_cells_most_common="sky130_fd_sc_hd__dfxtp_1"
export IMPL_final_gp_congestion=0.764
export IMPL_detail_route_iter0_violations=28
export IMPL_irDropWorstVdd_mv=0.254
export IMPL_clk_pin_slew_worst_paths_ns=0.08
export IMPL_top_layer_used="met4"
export IMPL_cts_root_buf="sky130_fd_sc_hd__clkbuf_8"
export IMPL_synth_stat_cells=104
export IMPL_cellInternalPower_w=0.000388
export IMPL_setup_viol_count_final=0
export IMPL_area_growth_syn_to_layout_pct=27.2
export IMPL_finalHoldWorstSlack_ns=0.460
export IMPL_min_delay_path_class="reg -> reg"
export IMPL_cts_hold_buf=0
export IMPL_yosysUniqueCellTypes=35
export IMPL_drt_vias_per_instance=4.10
export IMPL_clock_power_share_pct=43.4
export IMPL_critPathMaxFanout=6
export IMPL_dr_wl_met3_microns=117
export IMPL_cts_made_buffers=3
export IMPL_postSynthAreaPerCell_sq_um=9.41
export IMPL_combinational_power_share_pct=10.4
export IMPL_syn_inst=104
export IMPL_largest_reg_flops=8
export IMPL_worst_endpoint_required_ns=3.04
export IMPL_routed_wl_met2_microns=887
export IMPL_most_area_consuming_cells_after_synthesis="sky130_fd_sc_hd__dfxtp_1 (41%), sky130_fd_sc_hd__mux2i_1 (7.2%), sky130_fd_sc_hd__a21oi_1 (4.1%)"
export IMPL_outcome="complete, no violations"
export IMPL_post_drt_wl_per_cell_microns=10.5
export IMPL_netSwitchingFraction_pct=21.5
export IMPL_synth_main_ff_cell="sky130_fd_sc_hd__dfxtp_1"
export IMPL_num_io_pins=14
export IMPL_crit_arrival_ns=2.05
export IMPL_initial_core_utilization_pct=15.4
export IMPL_sequentialPowerShare_pct=46.2
export IMPL_relative_slew_margins_pct=43.8
export IMPL_grt_util_all_layers_pct=3.98
export IMPL_report_final_slew_viol_count=0
export IMPL_detail_route_first_pass_iterations=4
export IMPL_layout_drive_gt1_share_pct=9.57
export IMPL_ys_flops=20
export IMPL_clock_insertion_delay_worst_skew_ns=0.26
export IMPL_std_cell_rows=29
export IMPL_synth_yosys_chip_area_sq_um=978
export IMPL_worstSetupEndpointType="output pin"
export IMPL_chipArea_sq_um=10200
export IMPL_die_size_y_microns=101
export IMPL_ctsLongestPathBuffers=2
export IMPL_setup_worst_path_class="in -> out"
export IMPL_final_setup_skew_ns=0.00293
export IMPL_max_freq_mhz=356
export IMPL_core_region_area_sq_um=6350
export IMPL_cap_viol_max_count=0
export IMPL_detail_route_antenna_nets=0
export IMPL_clock_sink_total=20
export IMPL_yosys_warnings=1
export IMPL_port_buffers=13
export IMPL_tightest_slew_ns=0.843
export IMPL_grt_start_max_net_pins=21
export IMPL_log_warning_count=25
export IMPL_nFillCells=682
export IMPL_die_x_microns=101
export IMPL_finalCriticalPeriod_ns=2.81
export IMPL_min_period_over_period_pct=73.9
export IMPL_drcViolationCount=0
export IMPL_enable_flop_cells=0
export IMPL_grt_pass1_wl_microns=3510
export IMPL_place_detailed_hpwl_microns=1400
export IMPL_synthDominantAreaCellType="sky130_fd_sc_hd__dfxtp_1"
export IMPL_post_cts_resized_instances=0
export IMPL_route_vias_total=787
export IMPL_final_hold_viol_count=0
export IMPL_leakagePower_nw=0.416
export IMPL_fin_tns_setup_ns=0
export IMPL_crit_path_start_kind="input pin"
export IMPL_detail_route_wirelength_microns=2010
export IMPL_power_density_nw_per_um2=396
export IMPL_grt_setup_unrepaired="false"
export IMPL_top_area_share_pct=40.9
export IMPL_overflow=0
export IMPL_m1WireLength_microns=994
export IMPL_lay_top_cells="sky130_fd_sc_hd__dfxtp_1 (20), sky130_fd_sc_hd__clkdlybuf4s50_1 (13), sky130_fd_sc_hd__nand2_1 (10), sky130_fd_sc_hd__nor2_1 (10), sky130_fd_sc_hd__a21oi_1 (8)"
export IMPL_cell_area_after_synthesis_sq_um=978
export IMPL_grt_pass1_vias=779
export IMPL_antenna_found_initial=0
[power by group through the flow]
| stage | combinational (W) | sequential [W] | clock [W] |
|---|---|---|---|
| 4_1_cts | 0.0000520 | 0.000228 | 0.000219 |
| 5_1_grt | 0.0000580 | 0.000229 | 0.000224 |
| 6_report | 0.0000515 | 0.000228 | 0.000214 |
[layer usage]
metal,track usage [%],vias to the layer above
met5,0,-
met4,0.536,0
met3,1.18,2
met2,6.09,16
met1,5.56,354
li1,-,415
[synthesized netlist by cell type, types with 2 or more instances]
master	instances
sky130_fd_sc_hd__dfxtp_1	20
sky130_fd_sc_hd__nand2_1	10
sky130_fd_sc_hd__nor2_1	10
sky130_fd_sc_hd__a21oi_1	8
sky130_fd_sc_hd__mux2i_1	7
sky130_fd_sc_hd__a211oi_1	5
sky130_fd_sc_hd__nand4_1	4
sky130_fd_sc_hd__a211oi_2	3
sky130_fd_sc_hd__clkbuf_1	3
sky130_fd_sc_hd__ha_1	3
sky130_fd_sc_hd__a22oi_1	2
sky130_fd_sc_hd__and3_1	2
sky130_fd_sc_hd__nand2b_1	2
sky130_fd_sc_hd__nand3_1	2
sky130_fd_sc_hd__nor2b_1	2
sky130_fd_sc_hd__or3_1	2
[path summary, 6_finish.rpt]
check	slack [ns]	end	from	depth (start not counted)
worst max-delay path	0.99	tx_done_tick	s_tick	3
worst min-delay path	0.46	n_data_bits_reg[2]	n_data_bits_reg[2]	2
worst max register to register	1.71	data_reg[1]	s_tick_reg[0]	5
worst min register to register	0.46	n_data_bits_reg[2]	n_data_bits_reg[2]	2
[cell families after synthesis]
family,after synthesis,share of synthesized area [%]
AND-OR/OR-AND,26,21.5
flip-flops,20,40.9
buffers and inverters,6,3.20
AND/OR/NAND/NOR,42,23.4
multiplexers,7,7.16
adder cells (fa/ha/maj),3,3.84
[layout make-up]
type	instances	area [sq um]	share of cell area [%]
multi-input combinational	78	547	43.9
clock inverter	1	30.0	2.41
clock buffer	3	41.3	3.32
sequential	20	400	32.2
tap	77	96.3	7.74
timing repair buffer	13	130	10.5
[per-stage QoR]
step                      utilization, %  instances  cell area (sq um)  worst slack [ns]
after global routing                19.6        192               1240             0.915
final                               19.6        192               1240             0.991
after CTS                           19.6        192               1240             0.991
after global placement              18.5        188               1170              1.00
after detailed placement            18.5        188               1170             0.977
after floorplan                        -        104                978              1.95
[worst max-delay path, cell delays in order]
cell	delay (ns)
sky130_fd_sc_hd__clkdlybuf4s50_1	0.59
sky130_fd_sc_hd__and3_1	0.22
sky130_fd_sc_hd__clkdlybuf4s50_1	0.48
