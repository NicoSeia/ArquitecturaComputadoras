===== flow/run.sh =====
#!/bin/bash
# OpenROAD 26Q1-2900-gdf79404cd8, Yosys 0.63+post, stock flow scripts
make -C /OpenROAD-flow-scripts/flow DESIGN_CONFIG=/design/flow/config.mk WORK_HOME=/design/flow/orfs finish

===== flow/config.mk =====
export PLATFORM = sky130hd
export DESIGN_NAME = uart_rx
export DESIGN_NICKNAME = uart_rx
export VERILOG_FILES = /design/flow/design.v
export SDC_FILE = /design/flow/constraint.sdc
export NUM_CORES = 4
export LEC_CHECK = 1
export CORE_AREA = 10 10 79 79
export DIE_AREA = 0 0 89 89

===== flow/constraint.sdc =====
current_design uart_rx

set clk_period 3.9
set clk_io_pct 0.2

create_clock -name clk0 -period $clk_period [get_ports {clk}]

set non_clock_inputs [all_inputs -no_clocks]
set_input_delay [expr $clk_period * $clk_io_pct] -clock clk0 $non_clock_inputs
set_output_delay [expr $clk_period * $clk_io_pct] -clock clk0 [all_outputs]

===== flow/design.v =====
module uart_rx #(
    parameter NB_DATA = 8,
    parameter S_TICK  = 16
)(
    input  wire clk,
    input  wire reset,
    input  wire rx,
    input  wire s_tick,
    output reg  rx_done_tick,
    output wire [NB_DATA-1:0] data_out
);
    reg [1:0]         state_reg, state_next;
    reg [2:0]         n_data_bits_reg, n_data_bits_next;
    reg [3:0]         s_tick_reg, s_tick_next;
    reg [NB_DATA-1:0] data_reg, data_next;
    localparam [1:0]
        IDLE  = 2'b00,
        START = 2'b01,
        DATA  = 2'b10,
        STOP  = 2'b11;
    always @(posedge clk) begin
        if (reset) begin
            state_reg       <= IDLE;
            n_data_bits_reg <= 0;
            s_tick_reg      <= 0;
            data_reg        <= 0;
        end else begin
            state_reg       <= state_next;
            n_data_bits_reg <= n_data_bits_next;
            s_tick_reg      <= s_tick_next;
            data_reg        <= data_next;
        end
    end
    always @(*) begin
        state_next       = state_reg;
        rx_done_tick     = 1'b0;
        data_next        = data_reg;
        n_data_bits_next = n_data_bits_reg;
        s_tick_next      = s_tick_reg;
        case (state_reg)
            IDLE: begin
                if (~rx) begin
                    state_next  = START;
                    s_tick_next = 0;
                end
            end
            START: begin
                if (s_tick) begin
                    if (s_tick_reg == 7) begin
                        s_tick_next      = 0;
                        n_data_bits_next = 0;
                        state_next       = DATA;
                    end else begin
                        s_tick_next = s_tick_reg + 1;
                    end
                end
            end
            DATA: begin
                if (s_tick) begin
                    if (s_tick_reg == 15) begin
                        s_tick_next = 0;
                        data_next   = {rx, data_reg[NB_DATA-1:1]};
                        if (n_data_bits_reg == NB_DATA-1) begin
                            state_next = STOP;
                        end else begin
                            n_data_bits_next = n_data_bits_reg + 1;
                        end
                    end else begin
                        s_tick_next = s_tick_reg + 1;
                    end
                end
            end
            STOP: begin
                if (s_tick) begin
                    if (s_tick_reg == S_TICK-1) begin
                        state_next   = IDLE;
                        rx_done_tick = 1'b1;
                    end else begin
                        s_tick_next = s_tick_reg + 1;
                    end
                end
            end
        endcase
    end
    assign data_out = data_reg;
endmodule

==> metrics.csv <==
metric,value,unit
outcome,"finished, final reports clean",
worst hold start,n_data_bits_reg[2],
AND-OR/OR-AND share of the synthesized area,0.163,
Vert. Die Dim,89,um
Area Growth Syn to Fin,18.1,%
"EDFF count, synth",0,
Main synth FF type,dfxtp_1,
Routed Antenna Nets,0,
layout cells sized above 1,0.0541,
DR pass1 iterations,4,
CTS Buf Count,3,
die x size,89,um
most frequent cell after synthesis,dfxtp_1,
FF+latch area,380,um2
Worst setup SP type,input pin,
Root Driver,clkbuf_8,
RR Startpoint,s_tick_reg[0],
DRT iter0 DRCs,9,
wire length on met2,741,um
Cells after Synth,103,
Max Slew Vio Count,0,
Hold Path Cell Cnt,2,
drt wl/cell,11.8,um
mux share,0.106,
RD Place Congestion,0.872,
CP Class,in2out,
Port-buffer cells,12,
Worst EP arrival,2.20,ns
Hold Path Class,reg2reg,
Cell area leaders,"dfxtp_1 (40%), mux2i_1 (9.4%), buf_6 (4.7%)",
yosys stat chip area,953,um2
Async SR Flop Fraction,0,
Setup crit end kind,output pin,
tool warnings,25,
maximum capacitance violations,0,
logic area,505,um2
highest ir drop seen on vdd,0.000123,V
top routing layer used,met4,
Final Hold Viols,0,
RR Endpoint,data_reg[1],
CP max FO,8,
DP Wirelength,1.42,mm
post-synth top area share,0.399,
Core ar.,4660,um2
# hold bufs at CTS,0,
sink of the worst hold path,n_data_bits_reg[2],
Synth flops,19,
Late-Pin Clk Latency,0.25,ns
antenna cells,0,
Reg2Reg Depth,5,
FP Util,0.205,
initial antenna violation count,0,
Slew @ Worst Pin,0.803,ns
R2R setup slack,1.71,ns
leakage power,0.000399,uW
postcts setup bufs,0,
total track usage,0.0490,
minimum clock period,2.98,ns
Synth cell types,30,
sequential-to-total area share from yosys stat,0.399,
Yosys Instances,103,
Worst Path Required,3.12,ns
syn avg cell area,9.26,um2
row cnt,25,
power density cells,330,nW/um2
drt total wl,1.94,mm
Slew headroom,0.465,
setup TNS,0,ns
final setup violation count,0,
unrepaired setup endpoints after global routing,no,
yosys simple share,0.222,
metal3 WL,220,um
vias in the first global route,644,
clock skew after layout,0.00211,ns
cycle use final,0.765,
clock slew at the register clock pins of the worst setup and hold paths,0.07,ns
post_cts resized,0,
pin count of the biggest net entering global routing,17,
residual DRC count,0,
max reg flops,8,
synthesized area,953,um2
CTS tree,yes,
fill count,503,
adder-cell area share of the yosys netlist,0.0394,
xor/xnor share,0,
M1 WL,970,um
post-route insts no fill,165,
maximum level of the CTS H-tree,1,
placed cells,161,
comb area leader,simple AND/OR/NAND/NOR gates,
Die Size,7920,um2
Max Clk Rate,0.335,GHz
clock sinks,19,
# IOs,13,
first-pass GRT wire length,3.11,mm
Via density,4.55,
via count,751,
CTS Buffer Depth,2,
Fin Hold WS,0.467,ns
Synth top cells by count,"dfxtp_1 (19), nand2_1 (11), nor2_1 (11), mux2i_1 (9)",
Ys Warns,1,
"Remaining Overflow, GRT",0,
Synth area leader,dfxtp_1,
## stage by stage
stage               total power, uW   util  cell area (um2)  worst slack (ns)
finish                          371  0.242             1130             0.918
floorplan                       228      -              953              1.79
detailed placement              238  0.232             1080             0.909
global placement                238  0.232             1080             0.898
CTS                             378  0.242             1130             0.905
global route                    389  0.242             1130             0.817
## layout make-up
class,count,area share
flip-flops and latches,19,0.338
clock buffers,4,0.0400
inverters,2,0.00667
multi-input cells,74,0.449
repair buffers,12,0.107
well taps,54,0.0600
## worst max-delay path, cell delays in order
cell and delay, ns:
clkdlybuf4s50_1 0.65, nand4_4 0.18, nor2_1 0.12, clkdlybuf4s50_1 0.47
## report_power, final
part           switching, uW  internal [uW]  total (uW)
clock network           65.5           72.6         138
logic                   17.3           14.1        31.4
registers               4.48            197         202
## layer usage
| layer | global-route usage | up-vias |
|---|---|---|
| li1 | - | 392 |
| met1 | 0.0663 | 334 |
| met2 | 0.0685 | 23 |
| met3 | 0.0285 | 2 |
| met4 | 0.00434 | 0 |
| met5 | 0 | - |
## cells in the final DEF (no fill, tap or decap), types with 2 or more instances in the layout
master and instances:
nor3_1 3, nand2_1 11, clkbuf_8 3, o21ai_0 4
clkdlybuf4s50_1 12, mux2i_1 9, inv_1 2, nor2_1 11
dfxtp_1 19, a21oi_1 5, nand4_1 4, a41oi_1 2
nand3_1 5, ha_1 3, o211ai_1 2
## cells by family (layout without fill, tap and decap cells)
| kind of cell | Yosys count | count (layout) |
|---|---|---|
| adders and majority gates | 3 | 3 |
| and+or+nand+nor | 41 | 41 |
| muxes | 10 | 10 |
| buffers and inverters | 10 | 18 |
| AOI/OAI and AO/OA | 20 | 20 |
| DFF | 19 | 19 |
## worst max-delay path by stage
stage,slack (ns),cells past startpoint,end,start
after CTS,0.91,4,rx_done_tick,s_tick
after global routing,0.82,4,rx_done_tick,s_tick
final,0.92,4,rx_done_tick,s_tick
No activity file was given, so power comes from the tool's default toggle rates.
