File: design/flow/design.v
`timescale 1ns / 1ps
module rx_fifo #(
    parameter B = 16,   
    parameter W = 8    
)(
    input  wire         clk, reset,
    input  wire         rd, wr,
    input  wire [B-1:0] w_data,
    output wire         empty, full,
    output wire [B-1:0] r_data
);
    reg [B-1:0] array_reg [2**W-1:0];       
    reg [W-1:0] w_ptr_reg, w_ptr_next;      
    reg [W-1:0] r_ptr_reg, r_ptr_next;      
    reg         full_reg, full_next;        
    reg         empty_reg, empty_next;      
    always @(posedge clk)
        if (wr && !full_reg)                  
            array_reg[w_ptr_reg] <= w_data;
    assign r_data = array_reg[r_ptr_reg];     
    always @(posedge clk, posedge reset)
        if (reset)
        begin
            w_ptr_reg <= 0;
            r_ptr_reg <= 0;
            full_reg  <= 1'b0;                
            empty_reg <= 1'b1;                
        end
        else
        begin
            w_ptr_reg <= w_ptr_next;          
            r_ptr_reg <= r_ptr_next;          
            full_reg  <= full_next;           
            empty_reg <= empty_next;          
        end
    always @*
    begin
        w_ptr_next = w_ptr_reg;
        r_ptr_next = r_ptr_reg;
        full_next  = full_reg;
        empty_next = empty_reg;
        if (wr && !full_reg && rd && !empty_reg)  
        begin
           w_ptr_next = w_ptr_reg + 1;
           r_ptr_next = r_ptr_reg + 1;
        end
        else if (wr && !full_reg)               
        begin
            w_ptr_next = w_ptr_reg + 1;
            empty_next = 1'b0;                  
            if ((w_ptr_reg + 1) == r_ptr_reg)
                full_next = 1'b1;               
        end
        else if (rd && !empty_reg)              
        begin
            r_ptr_next = r_ptr_reg + 1;
            full_next = 1'b0;                   
            if ((r_ptr_reg + 1) == w_ptr_reg)
                empty_next = 1'b1;              
        end
    end
    assign full = full_reg;
    assign empty = empty_reg;
endmodule
File: design/flow/run.sh
#!/bin/bash
# OpenROAD 26Q1-2900-gdf79404cd8, Yosys 0.63+post, stock flow scripts
make -C /OpenROAD-flow-scripts/flow DESIGN_CONFIG=/design/flow/config.mk WORK_HOME=/design/flow/orfs finish
File: design/flow/config.mk
export PLATFORM = sky130hd
export DESIGN_NAME = rx_fifo
export DESIGN_NICKNAME = rx_fifo
export VERILOG_FILES = /design/flow/design.v
export SDC_FILE = /design/flow/constraint.sdc
export NUM_CORES = 4
export LEC_CHECK = 1
export CORE_UTILIZATION = 50
File: design/flow/constraint.sdc
current_design rx_fifo

set clk_period 96.0
set clk_io_pct 0.2

create_clock -name clk0 -period $clk_period [get_ports {clk}]

set non_clock_inputs [all_inputs -no_clocks]
set_input_delay [expr $clk_period * $clk_io_pct] -clock clk0 $non_clock_inputs
set_output_delay [expr $clk_period * $clk_io_pct] -clock clk0 [all_outputs]
==> Changelog: implementation <==
### Changed

- Vias in the first global route: 87,610
- Wirelength per Cell: 36.35 um
- RR Endpoint: empty_reg$_DFFE_PP1P_
- Area of placed instances: 0.1683 sq mm
- IR drop worst, VDD: 0.02204 mV
- Crit Path Class: register to output pin
- Remaining DRCs: 0
- Number of flops mapped to enable cells by yosys: 4,096
- Layout cells sized above 1: 23.78%
- Unique cell types: 89
- Hold path start: w_ptr_reg[3]$_DFFE_PP0P_
- Avg Cell Area, Syn: 21.10 sq um
- Layout fillers: 23,060
- Cell area after synthesis: 0.1616 sq mm
- Final worst-path cycle share: 29.37%
- Floorplan core density: 50.29%
- Pre-antenna DRT Iters: 5
- Final slew viol count: 0
- GRT overflow: 0
- Number of port buffers: 37
- Remaining antenna violation count after routing: 0
- Core footprint: 0.3214 sq mm
- Number of warnings in the stage logs: 33
- Peak fanout along the critical path: 84
- Worst path arrival time: 9.00 ns
- First-pass GRT wire length: 655,700 um
- Placed wire-length estimate: 277,500 um
- Area Growth Syn to Fin: 12.32%
- Initial antenna violation count: 15
- Num CTS Buffers: 413
- Root buf cell: clkbuf_16
- CTS clk-pin slew, worst paths: 0.06 ns
- Final Wtd Congestion: 0.9300
- Synth flops: 4,114
- Crit path launch type: register
- Power Density: 28.59 mW/mm^2
- Logic area: 0.03460 sq mm
- Core Util, Final: 56.49%
- CP endpoint kind: output pin
- Hold Vio Cnt, Final: 0
- Critical Path RT: 76.80 ns
- Top cells, area: edfxtp_1 76%, mux4_2 9.1%, mux2i_1 3.7%
- Slew @ Worst Pin: 1.413 ns
- Clk Latency, worst-skew pair: 1.02 ns
- CTS tree: done
- Sum Neg Setup Slack: 0 ns
- Total number of vias: 80,840
- Worst Reg-to-Reg Cells: 10
- Vias per cell: 6.289
- Count of final setup violators: 0
- Worst Hold Path EP: w_ptr_reg[3]$_DFFE_PP0P_
- Final Worst Setup Slack: 67.80 ns
- Max FFs per register: 4,096
- Post-cts sizing count: 0
- Post-Syn Instances: 7,661
- Max-cap violations: 0
- Final Skew: 0.05516 ns
- Register share after synthesis: 76.37%
- Yosys top cell area share: 76.09%
- Yosys stat cell total: 7,661
- Reg2reg setup slack: 92.18 ns
- Fmax: 35.46 MHz
- Synth async-reset ratio: 0.4375%
- Die X: 570.6 um
- Tmin final: 28.20 ns
- Post-synth top cells: 4,096 x edfxtp_1, 653 x mux4_2, 602 x mux2i_1
- Pin count of the biggest net entering global routing: 133
- 1st-iter DRT viols: 5,569
- Longest Clk Path Bufs: 4
- Worst Hold Class: register to register
- RSZ-0062 raised after global routing: no
- Pleak: 58.21 nW
- H-tree levels: 5
- Design area: 0.1816 sq mm
- Post-synth area from yosys stat: 0.1616 sq mm
- IO Count: 38
- Total power: 5.191 mW
- Worst reg2reg startpoint: r_ptr_reg[2]$_DFFE_PP0P_
- DIE AREA: 0.3256 sq mm
- Synth top cell by count: edfxtp_1
- Core Rows: 208
- Sink Count: 4,114
- Status: finished clean
- Post-CTS setup repair buffer count: 0
- DP Worst Slack: 68.96 ns
- Overall routing resource usage: 33.01%
- Area leader, netlist: edfxtp_1
- Dominant register cell: edfxtp_1
- Relative slew margins: 4.815%
- Die Height: 570.6 um
- Detailed Route WL: 467,300 um
- Hold_buf cts: 0
- Hold Crit Depth: 1
- Sequential Area: 0.1235 sq mm
- Syn. warnings: 1
-- through the flow --
step | hold slack, ns | std cells
2_1_floorplan | 0.4689 | 7661
3_3_place_gp | 0.5598 | 12090
3_5_place_dp | 0.5640 | 12090
4_1_cts | 0.5850 | 12850
5_1_grt | 0.6120 | 12850
6_report | 0.5912 | 12850
-- cell usage in the layout, fill, tap and decap left out, types with 114 or more instances in the layout --
master and instances:
mux4_1 131, mux2i_1 602, o221ai_1 167, nor2_2 163
o22ai_1 152, buf_4 544, clkbuf_16 414, nand2_1 165
nor2_1 192, a21oi_1 173, edfxtp_1 4096, o21ai_0 114
mux4_2 653
-- kinds of logic after synthesis --
group,synth area share [%]
adder cells (fa/ha/maj),0.04644
AND-OR/OR-AND,3.660
multiplexers,15.11
buffers and inverters,2.587
flip-flops,76.37
XOR/XNOR,0.1517
AND/OR/NAND/NOR,2.078
-- power breakdown --
part	internal, mW	switching, mW	total (mW)	leakage, nW
sequential	1.99	0.0258	2.02	37.0
combinational	0.573	1.03	1.60	14.8
clock	0.893	0.677	1.57	6.43
total	3.46	1.73	5.19	58.2
-- per-layer routing --
metal	global-route usage [%]	share of wire (%)	up-vias	wire length [um]
li1	-	-	33310	-
met1	39.57	29	40530	135900
met2	45.41	46	6089	214100
met3	27.48	20	860	92970
met4	11.51	4.7	55	21960
met5	4.924	0.50	-	2319
-- critical path, stage by stage (launching register included) --
cell             delay [ns]
dfrtp_4                0.73
buf_12                 0.53
buf_4                  0.63
buf_4                  0.64
buf_4                  0.64
buf_4                  0.68
buf_4                  0.48
mux2i_1                0.14
o221ai_1               0.26
o21ai_0                0.19
a21oi_1                0.52
buf_4                  0.24
o21ai_0                0.32
nor3_1                 1.12
buf_4                  0.25
clkdlybuf4s50_1        0.47
-- final cells by class --
cell class | instances | share of cell area (%)
diodes | 9 | 0.01240
clock buffers | 512 | 5.925
clock inverters | 241 | 1.370
repair buffers | 593 | 2.629
flip-flops and latches | 4114 | 68.00
multi-input cells | 3067 | 19.06
inverters | 13 | 0.03583
well taps | 4305 | 2.967
-- how the worst max path moves through the flow --
| stage | start | to |
|---|---|---|
| 5_1_grt | r_ptr_reg[0]$_DFFE_PP0P_ | r_data[4] |
| 6_report | r_ptr_reg[0]$_DFFE_PP0P_ | r_data[4] |
| 4_1_cts | r_ptr_reg[0]$_DFFE_PP0P_ | r_data[4] |
No activity file was given, so power comes from the tool's default toggle rates.
